$ cat flow/run.sh
#!/bin/bash
# OpenROAD 26Q1-2900-gdf79404cd8, Yosys 0.63+post, stock flow scripts
make -C /OpenROAD-flow-scripts/flow DESIGN_CONFIG=/design/flow/config.mk WORK_HOME=/design/flow/orfs finish
$ cat flow/config.mk
export PLATFORM = sky130hd
export DESIGN_NAME = SerialRX
export DESIGN_NICKNAME = SerialRX
export VERILOG_FILES = /design/flow/design.v
export SDC_FILE = /design/flow/constraint.sdc
export NUM_CORES = 4
export LEC_CHECK = 1
export CORE_UTILIZATION = 30
$ cat flow/design.v
module SerialRX(clk, RxD, RxD_data_ready, RxD_data, RxD_endofpacket, RxD_idle);
input clk, RxD;
output RxD_data_ready;   
output [7:0] RxD_data;
parameter ClkFrequency = 25000000;  
parameter Baud = 115200;
output RxD_endofpacket;   
output RxD_idle;   
parameter Baud8 = Baud*8;
parameter Baud8GeneratorAccWidth = 16;
wire [Baud8GeneratorAccWidth:0] Baud8GeneratorInc = ((Baud8<<(Baud8GeneratorAccWidth-7))+(ClkFrequency>>8))/(ClkFrequency>>7);
reg [Baud8GeneratorAccWidth:0] Baud8GeneratorAcc;
always @(posedge clk) Baud8GeneratorAcc <= Baud8GeneratorAcc[Baud8GeneratorAccWidth-1:0] + Baud8GeneratorInc;
wire Baud8Tick = Baud8GeneratorAcc[Baud8GeneratorAccWidth];
reg [1:0] RxD_sync_inv;
always @(posedge clk) if(Baud8Tick) RxD_sync_inv <= {RxD_sync_inv[0], ~RxD};
reg [1:0] RxD_cnt_inv;
reg RxD_bit_inv;
always @(posedge clk)
if(Baud8Tick)
begin
  if( RxD_sync_inv[1] && RxD_cnt_inv!=2'b11) RxD_cnt_inv <= RxD_cnt_inv + 2'h1;
  else
  if(~RxD_sync_inv[1] && RxD_cnt_inv!=2'b00) RxD_cnt_inv <= RxD_cnt_inv - 2'h1;
  if(RxD_cnt_inv==2'b00) RxD_bit_inv <= 1'b0;
  else
  if(RxD_cnt_inv==2'b11) RxD_bit_inv <= 1'b1;
end
reg [3:0] state;
reg [3:0] bit_spacing;
wire next_bit = (bit_spacing==4'd10);
always @(posedge clk)
if(state==0)
  bit_spacing <= 4'b0000;
else
if(Baud8Tick)
  bit_spacing <= {bit_spacing[2:0] + 4'b0001} | {bit_spacing[3], 3'b000};
always @(posedge clk)
if(Baud8Tick)
case(state)
  4'b0000: if(RxD_bit_inv) state <= 4'b1000;   
  4'b1000: if(next_bit) state <= 4'b1001;   
  4'b1001: if(next_bit) state <= 4'b1010;   
  4'b1010: if(next_bit) state <= 4'b1011;   
  4'b1011: if(next_bit) state <= 4'b1100;   
  4'b1100: if(next_bit) state <= 4'b1101;   
  4'b1101: if(next_bit) state <= 4'b1110;   
  4'b1110: if(next_bit) state <= 4'b1111;   
  4'b1111: if(next_bit) state <= 4'b0001;   
  4'b0001: if(next_bit) state <= 4'b0000;   
  default: state <= 4'b0000;
endcase
reg [7:0] RxD_data;
always @(posedge clk)
if(Baud8Tick && next_bit && state[3]) RxD_data <= {~RxD_bit_inv, RxD_data[7:1]};
reg RxD_data_ready;
always @(posedge clk)
begin
  RxD_data_ready <= (Baud8Tick && next_bit && state==4'b0001 && ~RxD_bit_inv);   
end
reg [4:0] gap_count;
always @(posedge clk) if (state!=0) gap_count<=5'h00; else if(Baud8Tick & ~gap_count[4]) gap_count <= gap_count + 5'h01;
assign RxD_idle = gap_count[4];
reg RxD_endofpacket; always @(posedge clk) RxD_endofpacket <= Baud8Tick & (gap_count==5'h0F);
endmodule
$ cat flow/constraint.sdc
current_design SerialRX

set clk_period 1.7
set clk_io_pct 0.2

create_clock -name clk0 -period $clk_period [get_ports {clk}]

set non_clock_inputs [all_inputs -no_clocks]
set_input_delay [expr $clk_period * $clk_io_pct] -clock clk0 $non_clock_inputs
set_output_delay [expr $clk_period * $clk_io_pct] -clock clk0 [all_outputs]
==> run notes <==
Quick summary of the implementation run below.

The flow ran to the end, and the final reports show no timing, DRC or antenna violations. In the hold report, the worst path ends at RxD_sync_inv[1]. The power report puts the net switching power at 0.3156 mW. The unique cell type count in the Yosys netlist came out at 31. In the routed layout, each cell is associated on average with a via count of 4.251. The number of ports placed on the die boundary came out at 13. The final layout report lists a filler cell count of 506. The finished cells cover 1964 sq um. The number of antenna violations at the first check in global routing came to 0. STA lists the startpoint of the worst register-to-register path as state[2]. The global-route wire length before repair is 4002 um. The die span in x came out at 76.31 um. The overall routed net length is 2348 um. STA classifies the critical path endpoint as a register. The actual slew at the worst max-slew pin is 0.4378 ns.

The part of the cycle the worst path needs is 87.47%. The clock tree root driver cell is sky130_fd_sc_hd__clkbuf_8. Global routing used 8.828% of the available tracks. According to the report, the first pass of detailed routing completed in 4 iterations. The final antenna diode tally reported by the flow is 0. The via count of the first global-routing pass is 913. STA lists the startpoint of the worst hold path as RxD_sync_inv[0].

TritonCTS built the clock tree. The area figure in the yosys stat output is 1657 sq um. The fraction of the core area occupied by cells at floorplan is 31.83%.

The instance area after placement is 1872 sq um. The CTS report gives the tree buffer count as 5. The maximum fanout count along the critical path came out at 6. The total via count in the routed design came out at 982. The start-to-end type of the worst setup path is register to register. The synthesized area came out at 1657 sq um. The average instance in the mapped netlist occupies 11.75 sq um. The areal power density over the cells came out at 847.0 nW/um^2. The clock slew at the register clock pins of the worst setup and hold paths is 0.08 ns. Once the clock tree was built, the resizer swapped 0 gates to a different size. The number of cells traversed by the worst hold path came out at 0. Timing would allow up to 672.5 MHz. VDD sags by at most 0.6073 mV. The sequential cell area fraction in the yosys report is 59.82%. The post-layout utilization of the core is 37.74%.

Setup violations remaining at the end of the flow were counted as 0. Counting along the longest clock path gives a buffer depth of 2. The switching share of power is 18.97%. The worst max-slew margin expressed relative to the limit came out at 70.57%. The number of logged tool warnings came out at 27. The hold buffer count at CTS is 0. The number of warning messages in the yosys log came out at 1. After synthesis the netlist holds a flip-flop and latch count of 41. The die boundary height came out at 76.31 um. Dividing the detail-routed wire length by the instance count gives 10.16 um. The endpoint required time on the critical path came out at 1.74 ns.

The post-synthesis cell count is 141. Max-cap violations in this run came to 0. Data on the critical path arrives at its endpoint at 1.53 ns. The endpoint of the lowest-slack register-to-register path is state[2]. The area of the core region came out at 5205 sq um. The remaining design rule violation count is 0. Adding up every negative setup slack in the final design gives 0 ns. The portion of synthesized cell area occupied by the leading cell type is 30.82%. The clock period minus final worst setup slack came out at 1.487 ns. The maximum number of pins on one net before global-route repair is 14. The type of the tightest min-delay check is register to register. By area the synthesized netlist is led by sky130_fd_sc_hd__edfxtp_1 31%, sky130_fd_sc_hd__dfxtp_1 29%, sky130_fd_sc_hd__ha_1 5.3%. According to the floorplan log, the row count is 26. The last weighted congestion value of the routability-driven placer is 0.7415.

Per the OpenROAD floorplan log, the area of the die is 5823 sq um. The number of port buffers came out at 12. According to the dpl log, the detail-placed design has an HPWL of 1603 um. The share of total power in combinational logic came out at 0.2%. The number of cells on the worst reg-to-reg path is 3. The largest total area in the synthesized netlist belongs to sky130_fd_sc_hd__edfxtp_1. Summed over all cells, the static leakage comes to 0.7429 nW.

Setup repair after global routing left no endpoint under its margin. The sequential fraction of design power came out at 61.0%. The clock latency at the later pin of the worst-skew pair came out at 0.29 ns.

The number of max-slew violations in the final report is 0. The post-synthesis to final-layout area growth came out at 18.58%. For this design, the sink count on the clock tree is 41.

For this block, the initial DRC count from the detailed router was 72. The nature of the critical path startpoint is a register. The total overflow left after global routing is 0.

The number of cells in the yosys synthesis report came out at 141. The buffer count from post-CTS setup fixing is 0. Across all register-to-register paths, the minimum setup slack is 0.21 ns.

The power report lists cell-internal power as 1.348 mW. For reference, the final report shows the hold violation count at 0. The count of nets left with antenna violations once routing finished came out at 0. The H-tree depth came out at 2. The worst-case clock skew is 0.004902 ns. The layout summary lists the proportion of cells stronger than drive strength 1 as 9.938%. The share of total power dissipated in the clock network is 38.8%.
-- worst max path at each step --
stage,cells after the start,end,from,slack [ns]
6_report,3,state[2],state[2],0.21
5_1_grt,5,RxD_data[4],bit_spacing[0],0.10
4_1_cts,3,state[2],state[2],0.21
-- state kept, by name (all words and copies together), names as in the netlist --
register and count:
RxD_bit_inv 1, state 4, Baud8GeneratorAcc 13, RxD_endofpacket 1, gap_count 5, RxD_sync_inv 2, RxD_cnt_inv 2, RxD_data 8
bit_spacing 4, RxD_data_ready 1
-- synth_stat cells --
library cell	count
sky130_fd_sc_hd__a211oi_1	1
sky130_fd_sc_hd__a211oi_2	1
sky130_fd_sc_hd__a21boi_0	1
sky130_fd_sc_hd__a21o_1	1
sky130_fd_sc_hd__a21oi_1	5
sky130_fd_sc_hd__a31oi_1	1
sky130_fd_sc_hd__a41oi_1	1
sky130_fd_sc_hd__and2_1	3
sky130_fd_sc_hd__and2b_1	1
sky130_fd_sc_hd__and3_1	2
sky130_fd_sc_hd__buf_2	3
sky130_fd_sc_hd__dfxtp_1	24
sky130_fd_sc_hd__edfxtp_1	17
sky130_fd_sc_hd__ha_1	7
sky130_fd_sc_hd__inv_1	10
sky130_fd_sc_hd__mux2i_1	1
sky130_fd_sc_hd__nand2_1	10
sky130_fd_sc_hd__nand2b_1	3
sky130_fd_sc_hd__nand4_1	3
sky130_fd_sc_hd__nor2_1	16
sky130_fd_sc_hd__nor2b_1	2
sky130_fd_sc_hd__nor3_2	1
sky130_fd_sc_hd__nor4_2	2
sky130_fd_sc_hd__o2111ai_2	1
sky130_fd_sc_hd__o211ai_1	1
sky130_fd_sc_hd__o21a_1	1
sky130_fd_sc_hd__o21ai_1	1
sky130_fd_sc_hd__o221a_2	1
sky130_fd_sc_hd__or3_1	1
sky130_fd_sc_hd__xnor2_1	10
sky130_fd_sc_hd__xor2_1	9
-- stage by stage --
stage                     hold slack (ns)  std cells  total power [mW]  setup WS [ns]
after floorplan                    0.3933        141             1.038         0.2988
after global placement             0.4030        223             1.041         0.2576
after detailed placement           0.4074        223             1.041         0.2292
after CTS                          0.4265        231             1.679         0.2128
after global routing               0.4518        231             1.724         0.1041
final                              0.4259        231             1.664         0.2130
-- final cells by class --
type / count / area (sq um) / area share (%)
timing repair buffer: 15 / 142.6 / 7.261
inverter: 10 / 37.54 / 1.911
tap: 70 / 87.58 / 4.459
clock inverter: 1 / 6.256 / 0.3185
clock buffer: 7 / 86.33 / 4.395
multi-input combinational: 87 / 613.1 / 31.21
sequential: 41 / 991.0 / 50.45
-- cell families (layout without fill, tap and decap cells) --
group / after synthesis / in the layout / synth area share (%)
AND/OR/NAND/NOR: 44 / 44 / 13.75
flip-flops: 41 / 41 / 59.82
XOR/XNOR: 19 / 19 / 10.05
AND-OR/OR-AND: 16 / 16 / 7.327
buffers and inverters: 13 / 33 / 3.172
adder cells (fa/ha/maj): 7 / 7 / 5.287
multiplexers: 1 / 1 / 0.6043
-- cell usage in the layout (no fill, tap or decap), types with 3 or more instances in the layout --
master	netlist	routed
sky130_fd_sc_hd__clkbuf_8	0	6
sky130_fd_sc_hd__and2_1	3	3
sky130_fd_sc_hd__buf_4	0	3
sky130_fd_sc_hd__nand2_1	10	10
sky130_fd_sc_hd__clkdlybuf4s50_1	0	12
sky130_fd_sc_hd__nand4_1	3	3
sky130_fd_sc_hd__inv_1	10	10
sky130_fd_sc_hd__ha_1	7	7
sky130_fd_sc_hd__xor2_1	9	9
sky130_fd_sc_hd__xnor2_1	10	10
sky130_fd_sc_hd__a21oi_1	5	5
sky130_fd_sc_hd__dfxtp_1	24	24
sky130_fd_sc_hd__nor2_1	16	16
sky130_fd_sc_hd__nand2b_1	3	3
sky130_fd_sc_hd__edfxtp_1	17	17
-- routing by layer --
metal	vias up	part of all wire [%]	track usage (%)
met3	2	7.2	4.258
met2	26	40	11.71
met1	438	53	13.67
li1	516	-	-
met4	0	0.60	1.538
met5	-	0	0
-- power by group through the flow --
stage	logic, mW	clock network [mW]	registers [mW]
4_1_cts	0.00266	0.661	1.02
6_report	0.00261	0.646	1.02
5_1_grt	0.00294	0.706	1.02
-- critical path: stages, from the launching register on --
cell and delay [ns]:
sky130_fd_sc_hd__edfxtp_1 0.49, sky130_fd_sc_hd__nor3_2 0.24, sky130_fd_sc_hd__nand2b_1 0.20, sky130_fd_sc_hd__o221a_2 0.33
Power and IR drop assume default switching activity.
