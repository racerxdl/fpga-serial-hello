## design.v

```verilog
`timescale 1ns / 1ps
module LedPWM(
    input clk,
    input [7:0] value,
    output out
    );
reg [7:0]    PWMCounter;
reg            outreg;
always @(posedge clk)
begin
        if(PWMCounter <= value & value != 0)
            outreg <= 1;
        else
            outreg <= 0;
        PWMCounter <= PWMCounter+1;
end
assign out = outreg;
endmodule
module Main(
    input clk,
    input rst,
    output uart0_txd,
    output led_a
);
reg     [5:0]     contus         = 0;                
wire              clk1us         = (contus > 12);     
reg     [10:0]     conts          = 0;                
wire              clk1s          = (conts > 2047);    
always @(posedge clk)
  if(contus == 25)  
    contus <= 0;
  else
    contus <= contus + 1;
always @(posedge clk1us)
  conts <= conts + 1;
wire [7:0] hellostring [0:12];
assign hellostring[0]  = "H";
assign hellostring[1]  = "e";
assign hellostring[2]  = "l";
assign hellostring[3]  = "l";
assign hellostring[4]  = "o";
assign hellostring[5]  = " ";
assign hellostring[6]  = "W";
assign hellostring[7]  = "o";
assign hellostring[8]  = "r";
assign hellostring[9]  = "l";
assign hellostring[10] = "d";
assign hellostring[11] = "!";
assign hellostring[12] = "\n";
reg    [7:0]        ledpwm0         =  127;
reg    [5:0]        TXByteCount     =   13;                 
reg    [5:0]        TXByteSent      =    0;                 
reg                 TXBusy          =    1;                 
reg    [7:0]        TXSendBuffer    =    0;                 
reg                 TXSend          =    0;                 
wire                TXTransmitting;                         
always @(posedge clk1s)
begin
  ledpwm0 <= ledpwm0 + 1;
end
always @(posedge clk)
begin
        if(TXBusy)     
        begin
            if(~TXTransmitting)     
            begin
                if(~TXSend)
                begin
                    if(TXByteCount > 0)     
                    begin
                            TXSend             <=    1;
                            TXSendBuffer       <=    hellostring[TXByteSent];
                            TXByteCount        <=    TXByteCount -1;
                            TXByteSent         <=    TXByteSent + 1;
                    end
                    else
                    begin     
                            TXBusy        <=    1;
                            TXByteSent    <=    0;
                            TXSend        <=    0;
                            TXByteCount   <=    13;
                    end
                end
            end
            else
                TXSend    <=    0;
        end
end
LedPWM led0 (
  .clk(clk1us),
  .value(ledpwm0),
  .out(led_a)
);
SerialTX RS232_Transmitter (
  .clk(clk),
  .TxD_start(TXSend),
  .TxD_data(TXSendBuffer),
  .TxD(uart0_txd),
  .TxD_busy(TXTransmitting)
);
endmodule
module SerialTX(clk, TxD_start, TxD_data, TxD, TxD_busy);
input clk, TxD_start;
input [7:0] TxD_data;
output TxD, TxD_busy;
parameter ClkFrequency = 25000000;   
parameter Baud = 115200;
parameter RegisterInputData = 1;   
parameter BaudGeneratorAccWidth = 16;
reg [BaudGeneratorAccWidth:0] BaudGeneratorAcc;
wire [BaudGeneratorAccWidth:0] BaudGeneratorInc = ((Baud<<(BaudGeneratorAccWidth-4))+(ClkFrequency>>5))/(ClkFrequency>>4);
wire BaudTick = BaudGeneratorAcc[BaudGeneratorAccWidth];
wire TxD_busy;
always @(posedge clk) if(TxD_busy) BaudGeneratorAcc <= BaudGeneratorAcc[BaudGeneratorAccWidth-1:0] + BaudGeneratorInc;
reg [3:0] state;
wire TxD_ready = (state==0);
assign TxD_busy = ~TxD_ready;
reg [7:0] TxD_dataReg = 0;
always @(posedge clk) if(TxD_ready & TxD_start) TxD_dataReg <= TxD_data;
wire [7:0] TxD_dataD = RegisterInputData ? TxD_dataReg : TxD_data;
always @(posedge clk)
case(state)
  4'b0000: if(TxD_start) state <= 4'b0001;
  4'b0001: if(BaudTick) state <= 4'b0100;
  4'b0100: if(BaudTick) state <= 4'b1000;   
  4'b1000: if(BaudTick) state <= 4'b1001;   
  4'b1001: if(BaudTick) state <= 4'b1010;   
  4'b1010: if(BaudTick) state <= 4'b1011;   
  4'b1011: if(BaudTick) state <= 4'b1100;   
  4'b1100: if(BaudTick) state <= 4'b1101;   
  4'b1101: if(BaudTick) state <= 4'b1110;   
  4'b1110: if(BaudTick) state <= 4'b1111;   
  4'b1111: if(BaudTick) state <= 4'b0010;   
  4'b0010: if(BaudTick) state <= 4'b0011;   
  4'b0011: if(BaudTick) state <= 4'b0000;   
  default: if(BaudTick) state <= 4'b0000;
endcase
reg muxbit;
always @( * )
case(state[2:0])
  3'd0: muxbit <= TxD_dataD[0];
  3'd1: muxbit <= TxD_dataD[1];
  3'd2: muxbit <= TxD_dataD[2];
  3'd3: muxbit <= TxD_dataD[3];
  3'd4: muxbit <= TxD_dataD[4];
  3'd5: muxbit <= TxD_dataD[5];
  3'd6: muxbit <= TxD_dataD[6];
  3'd7: muxbit <= TxD_dataD[7];
endcase
reg TxD;
always @(posedge clk) TxD <= (state<4) | (state[3] & muxbit);   
endmodule
```

## constraint.sdc

```tcl
current_design Main

set clk_period 3.4
set clk_io_pct 0.2

create_clock -name clk0 -period $clk_period [get_ports {clk}]

set non_clock_inputs [all_inputs -no_clocks]
set_input_delay [expr $clk_period * $clk_io_pct] -clock clk0 $non_clock_inputs
set_output_delay [expr $clk_period * $clk_io_pct] -clock clk0 [all_outputs]
```

## run.sh

```bash
#!/bin/bash
# OpenROAD 26Q1-2900-gdf79404cd8, Yosys 0.63+post, stock flow scripts
make -C /OpenROAD-flow-scripts/flow DESIGN_CONFIG=/design/flow/config.mk WORK_HOME=/design/flow/orfs finish
```

## config.mk

```make
export PLATFORM = sky130hd
export DESIGN_NAME = Main
export DESIGN_NICKNAME = Main
export VERILOG_FILES = /design/flow/design.v
export SDC_FILE = /design/flow/constraint.sdc
export NUM_CORES = 4
export LEC_CHECK = 1
export CORE_UTILIZATION = 40
```

==> summary.txt <==
status: finished clean
P_leak: 1.48 nW
worst path cell trace: nor2_1 > nand2_1 > nor3_1 > buf_4
Final Hold Viols: 0
Insertion Delay late pin: 310 ps
Req. time, crit path: 3420 ps
DRC violations left: 0
final setup margin: 1300 ps
hold path endpoint: RS232_Transmitter.TxD_dataReg[2]
Inserted Clock Buffers: 5
H-tree levels: 2
Commonest Layout Cell: edfxtp_1
min Tclk post-route: 2100 ps
Setup Skew: 14.8 ps
via count: 2189
diodes inserted: 0
detailed-route vias per instance: 4.91
ys cells: 334
cts hold-fix bufs: 0
critical path's slowest cell: edfxtp_1
cell family with most CP delay: simple AND/OR/NAND/NOR gates
Die Span Y: 98.0 µm
vias in the first global route: 1953
Synth Instances: 334
routability cong.: 0.811
FF+latch count, synth: 80
postcts setup bufs: 0
Tcrit/Tclk final: 61.7%
Final Setup Violations: 0
Ys Warns: 3
Crit Path Class: reg2reg
drt first-iter violations: 32
IO buf count: 2
FP Core Util: 41.9%
commonest non-fill, non-tap cells in the layout: 44 x edfxtp_1, 36 x dfxtp_1, 30 x nor2_1, 30 x xnor2_1, 25 x nand2_1
largest net degree at the start of global routing: 21
Crit Reg-Reg Endpoint: TXSendBuffer[3]
DRT Pass-1 Iters: 4
Synth cell types: 44
ys async rst share: 0%
Syn Std Cell Area: 0.00369 mm²
count of unclocked register or latch pins: 28
DR WL/cell: 10.8 µm
GR peak layer: met1
post-cts sizing count: 0
PwrDens: 263 mW/mm²
M2 GR Usage: 15.4%
Area Overhead vs Synth: 6.21%
tool warnings: 33
CTS tree: yes
fmax: 477 MHz
GRT Resource Usage Total: 11.0%
Max IR drop VDD: 0.127 mV
Max-area cell share: 35.8%
clock-pin slew on the worst setup and hold paths: 90 ps
Post-synth seq share: 55.3%
die width: 98.0 µm
I/O pin total: 4
Most used DFF post-synth: edfxtp_1
share of layout cells above drive strength 1: 4.44%
main area contributors: edfxtp_1 36%, dfxtp_1 20%, ha_1 7.5%, xnor2_1 7.1%, xor2_1 3.3%
post-synth top area cell: edfxtp_1
antenna violations before repair: 0
Post-synth EDFFs: 44
WHS Path Cells: 0
met1 Usage GRT: 19.5%
RSZ-0062 raised after global routing: false
Detail Route Antenna Nets: 0
GR Overflow Total: 0
pre-CTS WS: 1340 ps
R2R setup slack: 1300 ps
Clock Tree Buf Depth: 2
FP Rows: 34
Hold Slack: 426 ps
CP max FO: 20
fin. max-slew vios: 0
YS chip area: 0.00369 mm²
actual slew at the worst max-slew pin: 788 ps
Buf/Inv on CP: 1
Critical Path Start Type: flip-flop
average size of a mapped cell: 11.0 µm²
endpoints left unconstrained: 29
global-route wire length before repair: 8510 µm
critical path endpoint category: flip-flop
max_cap viols: 0
Worst EP arrival: 2120 ps
relative slew slack: 47.3%
setup TNS: 0 ps
WL final: 4800 µm
Die Area: 0.00961 mm²
slowest stage delay, CP: 540 ps
FF-to-FF Start: RS232_Transmitter.state[0]
CTS Root Buffer Type: clkbuf_8
post-DP HPWL: 3450 µm
Core ar.: 0.00881 mm²
worst min path class: reg2reg
hold_sp: TXSendBuffer[2]
met3 GRT Util: 2.03%
Reg2Reg Depth: 4
==> power by group <==
| part | total [mW] | switching [mW] | internal (mW) |
|---|---|---|---|
| combinational | 0.000000635 | 0 | 0 |
| clock | 0.352 | 0.205 | 0.146 |
| sequential | 0.680 | 0 | 0.680 |
==> sequential cells by signal, summed over array words and instances, names as in the netlist, 4 cells and up <==
register                            cells
conts                                  11
RS232_Transmitter.TxD_dataReg           7
led0.PWMCounter                         8
RS232_Transmitter.BaudGeneratorAcc     16
TXByteSent                              4
RS232_Transmitter.state                 4
ledpwm0                                 8
TXSendBuffer                            7
contus                                  6
TXByteCount                             6
==> metal layers <==
metal	vias up	part of all wire [%]
li1	1176	-
met1	996	57
met2	12	40
met3	5	1.8
met4	0	1.0
met5	-	0
==> cells in the mapped netlist (2+ instances only) <==
cell type / count
and3_1: 7
ha_1: 22
xor2_1: 14
a21oi_1: 8
a22oi_1: 2
nor4_1: 3
nor2b_1: 4
edfxtp_1: 44
xnor2_1: 30
clkbuf_1: 5
o21a_1: 2
buf_2: 4
nand4_1: 6
o21ai_0: 12
nand2_1: 25
dfxtp_1: 36
nand3_1: 19
a21o_1: 3
nor3_1: 6
nand3b_1: 2
nand4b_1: 2
inv_1: 23
a31oi_1: 3
nand2b_1: 3
nor2_1: 30
==> cells by family (layout without fill, tap and decap cells) <==
kind of cell | Yosys count | count (layout) | synth area share, %
AOI/OAI and AO/OA | 39 | 39 | 6.82
DFF | 80 | 80 | 55.3
and+or+nand+nor | 115 | 115 | 15.7
buffers and inverters | 32 | 36 | 3.39
xor gates and xnor gates | 44 | 44 | 10.4
muxes | 2 | 2 | 0.882
adders and majority gates | 22 | 22 | 7.46
==> per-stage QoR <==
step | util, % | instances | power, mW | instance area (µm²)
finish | 44.5 | 446 | 1.03 | 3920
global route | 44.5 | 446 | 1.08 | 3920
CTS | 44.5 | 446 | 1.05 | 3920
detailed placement | 43.5 | 438 | 0.695 | 3830
global placement | 43.5 | 438 | 0.695 | 3830
floorplan | - | 334 | 0.695 | 3690
==> how the worst max path moves through the flow <==
stage	from	endpoint	slack, ps	cells after the start
after CTS	RS232_Transmitter.state[0]	TXSendBuffer[3]	1290	4
final	RS232_Transmitter.state[0]	TXSendBuffer[3]	1300	4
after global routing	RS232_Transmitter.state[0]	TXSendBuffer[6]	1090	4
==> area by class of cell <==
| class | count | area, µm² |
|---|---|---|
| timing repair buffer | 5 | 42.5 |
| multi-input combinational | 222 | 1520 |
| inverter | 23 | 86.3 |
| tap | 108 | 135 |
| sequential | 80 | 2040 |
| clock inverter | 3 | 21.3 |
| fill | 804 | 4890 |
| clock buffer | 5 | 68.8 |
==> worst register-to-register path: cells and delay by family, from the launching register on <==
kind,cells,cell delay [ps]
buffers and inverters,1,200
flip-flops,1,540
AND/OR/NAND/NOR,3,1070
Power figures rest on the tool's default switching activity, not on a simulated workload.
